--- config.mk ---
export PLATFORM = sky130hd
export DESIGN_NAME = module_mini_cpu
export DESIGN_NICKNAME = module_mini_cpu
export VERILOG_FILES = /design/flow/design.v
export SDC_FILE = /design/flow/constraint.sdc
export NUM_CORES = 4
export LEC_CHECK = 1
export CORE_UTILIZATION = 40
--- constraint.sdc ---
current_design module_mini_cpu

set clk_period 3.0
set clk_io_pct 0.2

create_clock -name clk0 -period $clk_period [get_ports {b_en}]
create_clock -name clk1 -period $clk_period [get_ports {clk}]

set non_clock_inputs [all_inputs -no_clocks]
set_input_delay [expr $clk_period * $clk_io_pct] -clock clk0 $non_clock_inputs
set_output_delay [expr $clk_period * $clk_io_pct] -clock clk0 [all_outputs]
--- design.v ---
module cpu_ula(
	input 					clk,
								reset,
	input [2:0] 			op_code,
	input [15:0] 			src1,
								src2,
	output [15:0] 	op_result,
	output				done  
);
parameter 	ADD = 3'b001,
				ADDI = 3'b010,
				SUB = 3'b011,
				SUBI = 3'b100,
				MUL = 3'b101;
parameter 	START = 2'b00,
				CALCULATE = 2'b01,
				FINISH = 2'b10;
reg [15:0] 	temp_src1 = 0,
				temp_src2 = 0,
				reg_op_result = 0;
reg [2:0] temp_op_code;
reg done;
reg [1:0] state = START;
always @ (posedge clk) begin
	if (~reset)
		state <= START;
	else
		case (state)
			START:  
				if(op_code == ADD | op_code == ADDI | op_code == SUB | op_code == SUBI | op_code == MUL)
					state <= CALCULATE;
				else 
					state <= START;
			CALCULATE:
					state <= FINISH;
			FINISH:
					state <= START;
		endcase
end
always @ (*) begin
	case (state)
		START: begin  
			reg_done = 0;
			temp_src1 = src1;
			temp_src2 = src2;
			temp_op_code = op_code;
		end
		CALCULATE: begin  
			case (temp_op_code)
				ADD:
					reg_op_result = temp_src1 + temp_src2;
				ADDI:
					if (temp_src2[6])
						reg_op_result = temp_src1 - temp_src2[5:0];
					else
						reg_op_result = temp_src1 + temp_src2[5:0];
				SUB:
					reg_op_result = temp_src1 - temp_src2;
				SUBI:
					if (temp_src2[6])
						reg_op_result = temp_src1 + temp_src2[5:0];
					else
						reg_op_result = temp_src1 - temp_src2[5:0];
				MUL:
					reg_op_result = temp_src1 * temp_src2;
				default: reg_op_result = op_result;
				endcase
		end
		FINISH:  
			reg_done = 1;
	endcase
end
assign op_result = reg_op_result, done = reg_done;
endmodule
module lcd_display (
	input clk,
	input [1:0] command,
	input [3:0] opcode,
	input [3:0] addr,
	input [15:0] data_addr,
	output reg EN, RW, RS, done_display,
	output reg [7:0] data
);
parameter WRITE = 0, WAIT = 1;  
parameter OFF = 0, UPD = 1, IDLE = 2;
parameter INIT = 1, UPDATE = 2, SHOW = 3, WAIT_UP = 4;  
parameter LOAD = 0, ADD = 1, ADDI = 2, SUB = 3, SUBI = 4, MUL = 5, CLEAR = 6, DISPLAY = 7;  
reg state = WRITE;
reg [5:0] instructions = 0;
reg [7:0] show_opcode [3:0];
reg [7:0] show_addr [3:0];
reg [7:0] show_data_addr [5:0];
reg [14:0] num_data;
reg [2:0] operation = OFF;
integer counter = 0;
always @ (posedge clk) begin
	case (state)
		WRITE: begin
			if (counter == 50000 - 1) begin
				counter <= 0;
				state <= WAIT;
			end else
				counter <= counter + 1;
		end
		WAIT: begin
			if (counter == 50000 - 1) begin
				counter <= 0;
				state <= WRITE;
				if (operation == SHOW) begin
					if (instructions < 41) instructions <= instructions + 1;
					else instructions <= 41;
				end else 
					instructions <= 0;
			end else
				counter <= counter + 1;
		end
	endcase
end
always @(posedge clk) begin 
	case(operation)
		OFF: begin operation <= (command == OFF)? operation : INIT; end
		INIT: operation <= (command == OFF)? OFF : SHOW;
		SHOW: begin operation <= (command == OFF)? OFF : (done_display)? WAIT_UP : operation; end  
		UPDATE: operation <= (command == OFF)? OFF : SHOW; 
		WAIT_UP: operation <= (command == OFF)? OFF : (command == UPD)? UPDATE : operation; 
	endcase
end
always @ (posedge clk) begin
	case (state) 
		WRITE: EN <= 1;
		WAIT: EN <= 0;
	endcase
	case (operation)
		OFF: begin
			done_display <= 0;
			case(instructions)
         0: begin data <= 8'h08; RS <= 0; end  
			endcase
		end
		INIT: begin
			show_opcode[3] <= 8'h2D;  
			show_opcode[2] <= 8'h2D;  
			show_opcode[1] <= 8'h2D;  
			show_opcode[0] <= 8'h2D;  
			show_addr[3] <= 8'h2D;  
			show_addr[2] <= 8'h2D;  
			show_addr[1] <= 8'h2D;  
			show_addr[0] <= 8'h2D;  
			show_data_addr[5] <= 8'h2B;  
			show_data_addr[4] <= 8'h30;  
			show_data_addr[3] <= 8'h30;  
			show_data_addr[2] <= 8'h30;  
			show_data_addr[1] <= 8'h30;  
			show_data_addr[0] <= 8'h30;  
		end
		UPDATE: begin
			case (opcode)
				LOAD: begin 
					show_opcode[3] <= 8'h4C;  
					show_opcode[2] <= 8'h4F;  
					show_opcode[1] <= 8'h41;  
					show_opcode[0] <= 8'h44;  
				end
				ADD: begin 
					show_opcode[3] <= 8'h41;  
					show_opcode[2] <= 8'h44;  
					show_opcode[1] <= 8'h44;  
					show_opcode[0] <= 8'h20;  
				end
				ADDI: begin 
					show_opcode[3] <= 8'h41;  
					show_opcode[2] <= 8'h44;  
					show_opcode[1] <= 8'h44;  
					show_opcode[0] <= 8'h49;  
				end
				SUB: begin 
					show_opcode[3] <= 8'h53;  
					show_opcode[2] <= 8'h55;  
					show_opcode[1] <= 8'h42;  
					show_opcode[0] <= 8'h20;  
				end
				SUBI: begin 
					show_opcode[3] <= 8'h53;  
					show_opcode[2] <= 8'h55;  
					show_opcode[1] <= 8'h42;  
					show_opcode[0] <= 8'h49;  
				end
				MUL: begin 
					show_opcode[3] <= 8'h4D;  
					show_opcode[2] <= 8'h55;  
					show_opcode[1] <= 8'h4C;  
					show_opcode[0] <= 8'h20;  
				end
				CLEAR: begin 
					show_opcode[3] <= 8'h43;  
					show_opcode[2] <= 8'h4C;  
					show_opcode[1] <= 8'h52;  
					show_opcode[0] <= 8'h20;  
				end
				DISPLAY: begin 
					show_opcode[3] <= 8'h44;  
					show_opcode[2] <= 8'h50;  
					show_opcode[1] <= 8'h4C;  
					show_opcode[0] <= 8'h20;  
				end
			endcase
			show_addr[0] <= (addr[0] == 1) ? 8'h31 : 8'h30;
			show_addr[1] <= (addr[1] == 1) ? 8'h31 : 8'h30;  
			show_addr[2] <= (addr[2] == 1) ? 8'h31 : 8'h30;  
			show_addr[3] <= (addr[3] == 1) ? 8'h31 : 8'h30;
			num_data <= data_addr[14:0];
			show_data_addr[5] <= (data_addr[15] == 0) ? 8'h2B : 8'h2D;
			show_data_addr[4] <= (num_data / 10000) + 48;
			show_data_addr[3] <= ((num_data / 1000) % 10) + 48;
			show_data_addr[2] <= ((num_data / 100) % 10) + 48;
			show_data_addr[1] <= ((num_data / 10) % 10) + 48;
			show_data_addr[0] <= (num_data % 10) + 48;
		end
		SHOW: begin
			case (instructions)
				0: begin data <= 8'h38; RS <= 0; end  
				1: begin data <= 8'h0C; RS <= 0; end  
				2: begin data <= 8'h01; RS <= 0; end  
				3: begin data <= 8'h02; RS <= 0; end  
				4: begin data <= 8'h06; RS <= 0; end  
				5: begin data <= show_opcode[3]; RS <= 1; end 
				6: begin data <= show_opcode[2]; RS <= 1; end
				7: begin data <= show_opcode[1]; RS <= 1; end 
				8: begin data <= show_opcode[0]; RS <= 1; end 
				9: begin data <= 8'h14; RS <= 0; end  
				10: begin data <= 8'h14; RS <= 0; end  
				11: begin data <= 8'h14; RS <= 0; end  
				12: begin data <= 8'h14; RS <= 0; end  
				13: begin data <= 8'h14; RS <= 0; end  
				14: begin data <= 8'h14; RS <= 0; end  
				15: begin data <= 8'h5B; RS <= 1; end  
				16: begin data <= show_addr[3]; RS <= 1; end 
				17: begin data <= show_addr[2]; RS <= 1; end
				18: begin data <= show_addr[1]; RS <= 1; end 
				19: begin data <= show_addr[0]; RS <= 1; end 
				20: begin data <= 8'h5D; RS <= 1; end  
				21: begin data <= 8'hC0; RS <= 0; end  
				22: begin data <= 8'h06; RS <= 0; end  
				23: begin data <= 8'h14; RS <= 0; end  
				24: begin data <= 8'h14; RS <= 0; end  
				25: begin data <= 8'h14; RS <= 0; end  
				26: begin data <= 8'h14; RS <= 0; end  
				27: begin data <= 8'h14; RS <= 0; end  
				28: begin data <= 8'h14; RS <= 0; end  
				29: begin data <= 8'h14; RS <= 0; end  
				30: begin data <= 8'h14; RS <= 0; end  
				31: begin data <= 8'h14; RS <= 0; end  
				32: begin data <= 8'h14; RS <= 0; end  
				33: begin data <= show_data_addr[5]; RS <= 1; end
				34: begin data <= show_data_addr[4]; RS <= 1; end
				35: begin data <= show_data_addr[3]; RS <= 1; end
				36: begin data <= show_data_addr[2]; RS <= 1; end
				37: begin data <= show_data_addr[1]; RS <= 1; end
				38: begin data <= show_data_addr[0]; RS <= 1; end
				39: begin data <= 8'h02; RS <= 0; end  
				40: begin data <= 8'h06; RS <= 0; end  
				default: done_display <= 1;
			endcase
		end
		WAIT_UP: done_display <= 0;
	endcase
end
endmodule
module memory (
	input clk,
	input [2:0] operation,  
	input [3:0] address,
	input [15:0] data_in,
	output wire [15:0] data_out,
	output wire done
);
parameter IDLE = 0, DECODER = 1, GET = 2, SET = 3, CLEAR = 4;
reg [15:0] ram [15:0];
reg [2:0] state = IDLE;
reg [15:0] reg_data_out;
reg reg_done;
integer i;
initial begin
	ram[0] = 0;
	ram[1] = 0;
	ram[2] = 0;
	ram[3] = 0;
	ram[4] = 0;
	ram[5] = 0;
	ram[6] = 0;
	ram[7] = 0;
	ram[8] = 0;
	ram[9] = 0;
	ram[10] = 0;
	ram[11] = 0;
	ram[12] = 0;
	ram[13] = 0;
	ram[14] = 0;
	ram[15] = 0;
end
always @(posedge clk) begin
	case (state)
		IDLE: begin
			if (operation != 0) state <= DECODER;
			else state <= state;
		end
		DECODER: begin
			if (operation == 1) state <= GET;
			else if (operation == 2) state <= SET;
			else if (operation == 3) state <= CLEAR;
			else state <= state;
		end
		GET: begin
			state <= IDLE;
		end
		SET: begin
			state <= IDLE;
		end
		CLEAR: begin
			state <= IDLE;
		end
	endcase
end
	always @(posedge clock) begin
	case (state) 
		IDLE: begin
			reg_data_out <= reg_data_out;
			reg_done <= 0;
		end
		DECODER: begin
			reg_data_out <= reg_data_out;
			reg_done <= 0;
		end
		GET: begin
			reg_data_out <= ram[address];
			reg_done <= 1;
		end
		SET: begin
			ram[address] <= data_in;
			reg_done <= 1;
		end
		CLEAR: begin
			ram[0] = 0;
			ram[1] = 0;
			ram[2] = 0;
			ram[3] = 0;
			ram[4] = 0;
			ram[5] = 0;
			ram[6] = 0;
			ram[7] = 0;
			ram[8] = 0;
			ram[9] = 0;
			ram[10] = 0;
			ram[11] = 0;
			ram[12] = 0;
			ram[13] = 0;
			ram[14] = 0;
			ram[15] = 0;
			reg_done <= 1;
		end
	endcase
end
assign done = reg_done;
assign data_out = reg_data_out;
endmodule
module module_mini_cpu(
	input [17:0] switch,
	input b_en, b_send, clk,
	output EN, RW, RS,
	output [7:0] inst_lcd,
	output verif,
	output [15:0] att
);
	parameter IDLE = 0, OFF = 0, GET = 1, SET = 2, RESET = 3;
	parameter OFF_CPU = 0, WAIT_PRESS = 1, WAIT_UNPRESS = 2, SEARCH_V1 = 3, GET_V1 = 4,
				 SEARCH_V2 = 5, GET_V2 = 6, CALCULATE = 7, RESULT_CALC = 8, SET_RAM = 9, SET_OK = 10, LCD_UPD = 11,
				 LCD_OK = 12, CLEAR_RAM = 13, CLEAR_OK = 14, RESET_RAM = 15, RESET_OK = 16, GET_UP = 17, GET_UP_OK = 18;
	parameter LOAD = 0, ADD = 1, 
				ADDI = 2, SUB = 3, 
				SUBI = 4, MUL = 5, 
				CLEAR = 6, DISPLAY = 7;
	parameter UPD = 1, IDLE_LCD = 2;
	reg on = 0;
	reg reset_ula = 0;
	reg [4:0] state = OFF_CPU;
	reg [3:0] address;
	reg [15:0] data_in;
	reg [1:0] mode_ram = 0;
	wire [15:0] data_out;
	wire done_ram;
	reg [15:0] value1 = 0;
	reg [15:0] value2 = 0;
	wire [15:0] result_ula;
	wire done_ula;
	reg [15:0] value3 = 0;
	wire done_display;
	wire wire_en, wire_rw, wire_rs;
	reg [1:0] op_display = 0;
	wire [7:0] data_inst_lcd;
	reg [2:0] operation;
	memory ram (
		.clk(clk),
		.operation(mode_ram),
		.address(address),
		.data_in(data_in),
		.data_out(data_out),
		.done(done_ram)
	);
	reg [15:0] data_show;
	cpu_ula ula (
		.clk(clk),
		.reset(reset_ula),
		.op_code(switch[17:15]),
		.src1(value1),
		.src2(value2),
		.op_result(result_ula),
		.done(done_ula)
	);
	lcd_display display (
		.clk(clk),
		.command(op_display),
		.opcode(switch[17:15]),
		.addr(switch[14:11]),
		.data_addr(data_show),
		.EN(EN),
		.RW(WR),
		.RS(RS),
		.done_display(done_display),
		.data(inst_lcd)
	);
	always @(posedge b_en) begin
		on <= ~on;
	end
	always @(posedge clk) begin
		case(state)
			OFF_CPU: begin state <= (on)? WAIT_PRESS : RESET_RAM; end
			WAIT_PRESS: state <= (on)? (b_send)? WAIT_PRESS : WAIT_UNPRESS : RESET_RAM;
			WAIT_UNPRESS: begin
				if (on) begin
					if (b_send) begin
						if (switch[17:15] == LOAD)
							state <= SET_RAM;
						else if (switch[17:15] == CLEAR)
							state <= CLEAR_RAM;
						else if (switch[17:15] == DISPLAY)
							state <= GET_UP;
						else
							state <= SEARCH_V1;
					end else
						state <= WAIT_UNPRESS;
				end else
					state <=RESET_RAM;
			end
			SEARCH_V1: state <= (on)? (done_ram) ? GET_V1 : SEARCH_V1 : RESET_RAM;
			GET_V1: begin
				if (on) begin
					if (switch[17:15] == ADD | switch[17:15] == SUB)
						state <= SEARCH_V2;
					else 
						state <= CALCULATE;
				end else
					state <= RESET_RAM;
			end
			SEARCH_V2: state <= (on)? (done_ram) ? GET_V2 : SEARCH_V2 : RESET_RAM;
			GET_V2: state <= (on)? CALCULATE : RESET_RAM;
			CALCULATE: state <= (on)? (done_ula)? RESULT_CALC : CALCULATE : RESET_RAM;
			RESULT_CALC: state <= (on)? SET_RAM : RESET_RAM;
			SET_RAM: state <= (on)? (done_ram)? SET_OK : SET_RAM : RESET_RAM;
			SET_OK: state <= (on)? GET_UP : RESET_RAM;
			GET_UP: state <= (on)? (done_ram)? LCD_UPD : GET_UP : RESET_RAM;
			LCD_UPD: state <= (on)? (done_display)? LCD_OK : LCD_UPD : RESET_RAM;
			LCD_OK: state <= (on)? WAIT_PRESS : RESET_RAM;
			CLEAR_RAM: state <= (on)? (done_ram)? CLEAR_OK : CLEAR_RAM: RESET_RAM;
			CLEAR_OK: state <= (on)? GET_UP : RESET_RAM;
			RESET_RAM: state <= (done_ram)? RESET_OK : RESET_RAM;
			RESET_OK: state <= OFF_CPU;
		endcase
	end
	always @(posedge clk) begin
		case(state)
			OFF_CPU: begin op_display = OFF; op_display <= OFF; mode_ram <= IDLE; end
			WAIT_PRESS: begin reset_ula <= 0; op_display = IDLE_LCD; mode_ram <= IDLE; end
			SEARCH_V1: begin
				mode_ram <= GET;
				address <= switch[10:7];
			end
			GET_V1: begin
				mode_ram <= IDLE;
				value1 <= data_out;
			end
			SEARCH_V2: begin
				mode_ram <= GET;
				address <= switch[6:3];
			end
			GET_V2: begin
				mode_ram <= IDLE;
				value2 <= data_out;
			end
			CALCULATE: begin
				reset_ula <= 1;
				if (switch[17:15] == ADDI | switch[17:15] == SUBI | switch[17:15] == MUL)
					value2 <= switch[6:0];
			end
			RESULT_CALC: begin
				reset_ula <= 0;
				value3 <= result_ula;
			end
			SET_RAM: begin
				mode_ram <= SET;
				address <= switch[14:11];
				if (switch[17:15] == LOAD)
					data_in <= switch[6:0];
				else 
					data_in <= value3;
			end
			SET_OK: mode_ram = IDLE;
			GET_UP: begin
				mode_ram <= GET;
				address <= switch[14:11];
			end
			LCD_UPD: begin
				data_show <= data_out;
				mode_ram = IDLE;
				op_display <= UPD;
			end
			LCD_OK: op_display <= IDLE_LCD;
			CLEAR_RAM: mode_ram <= RESET;
			CLEAR_OK: mode_ram <= IDLE;
			RESET_RAM: mode_ram <= RESET;
			RESET_OK: mode_ram <= IDLE;
		endcase
	end
	assign verif = done_display;
	assign att = value3;
endmodule
--- run.sh ---
#!/bin/bash
# OpenROAD 26Q1-2900-gdf79404cd8, Yosys 0.63+post, stock flow scripts
make -C /OpenROAD-flow-scripts/flow DESIGN_CONFIG=/design/flow/config.mk WORK_HOME=/design/flow/orfs finish
==> results.md <==
| Parameter | This run |
|---|---|
| Flip-flop and latch count after synthesis | 145 |
| Detailed Routing Iterations Pass 1 | 5 |
| Detailed-route wire length per cell | 15.0 um |
| Worst min path class | reg2reg |
| IO buf count | 42 |
| Vias after detailed routing | 5425 |
| Routability cong. | 0.912 |
| Total setup violations reported at the end of the flow | 0 |
| Most frequent cells after synthesis | sky130_fd_sc_hd__edfxtp_1, sky130_fd_sc_hd__nor2_1, sky130_fd_sc_hd__nand2_1 |
| Max rail drop VDD | 414 uV |
| CTS H-tree lvls | 4 |
| Number of enable flip-flop cells | 81 |
| Worst hold margin | 0.341 ns |
| Via density per instance | 5.42 |
| Main synth FF type | sky130_fd_sc_hd__edfxtp_1 |
| Dpl hpwl | 10500 um |
| Buffer count from post-CTS setup fixing | 0 |
| Final standard cell count with taps included and fillers excluded | 1001 |
| TritonCTS clock tree | done |
| Post-synthesis adder-cell area fraction | 3.18% |
| Floorplan row count | 48 |
| Fraction of power consumed by sequential logic | 46.0% |
| Transition time of the tightest slew-check pin | 0.735 ns |
| Share of power burned in combinational logic | 2.5% |
| Worst clock skew | 0.00947 ns |
| Die Height | 134 um |
| Worst hold stages | 3 |
| Die W | 134 um |
| Run status | completed |
| Worst slew slack as a fraction of its limit | 50.7% |
| Post-detailed-route count of antenna-violating nets | 0 |
| Residual overflow from global routing | 0 |
| I/O Pins | 49 |
| Number of violations reported at the end of detailed-routing iteration 0 | 532 |
| Number of global-route vias before repair | 5130 |
| Yosys xor share | 5.87% |
| Chip area | 18100 um^2 |
| Switching Share | 22.1% |
| Worst endpoint required time | 3.23 ns |
| Cell Chain, Critical Path | ha_1 > nand2b_1 > nand4_1 > a21oi_1 > nor3b_1 > nand4_1 > a41oi_1 |
| Wire length of the first global-routing pass | 25300 um |
| Cts-stage hold buffer count | 0 |
| Ys cells | 721 |
| Area growth from synthesis to layout | 18.1% |
| Total routing usage reported by global routing | 18.3% |
| Total of max-cap violations | 0 |
| Power per standard cell area | 461 nW/um^2 |
| Simple Share, Synth | 20.4% |
| Setup slack at placement | 0.342 ns |
| Mux cell area share | 0.589% |
| Arrival time worst endpoint | 2.99 ns |
| Synth warnings | 17 |
| Mean Syn Cell Area | 9.72 um^2 |
| Number of buffers created by CTS | 17 |
| Power dissipated by switching net loads | 0.843 mW |
| Clock network fraction of total power | 51.5% |
| Final slew viol count | 0 |
| Worst Path Max Fanout | 13 |
| Least setup slack across all paths after layout | 0.243 ns |
| CTS root buffer | sky130_fd_sc_hd__clkbuf_16 |
| Cell area after synthesis | 7010 um^2 |
| Kind of critical path | reg2reg |
| Placed cell count | 969 |
| Sort of element at the end of the critical path | register |
| Count of endpoints without a timing constraint | 43 |
| Area contributors post-synth | sky130_fd_sc_hd__edfxtp_1, sky130_fd_sc_hd__dfxtp_1, sky130_fd_sc_hd__nor2_1, sky130_fd_sc_hd__dlxtn_1, sky130_fd_sc_hd__xnor2_1 |
| Largest combinational cell category by area | simple AND/OR/NAND/NOR gates |
| Compound-cell area share of the yosys netlist | 14.7% |
| Leakage power figure | 2.97 nW |
| Clock slew seen by the registers of the worst setup and hold paths | 0.06 ns |
| Drt total wl | 15000 um |
| Register pins left without a clock | 27 |
| Total inserted antenna cells | 0 |
| Most common cell in the synthesized netlist | sky130_fd_sc_hd__edfxtp_1 |
| Number of gates given a new drive strength after cts | 0 |
| Initial antenna violation count | 0 |
| Share of layout cells above drive strength 1 | 8.25% |
| Slowest stage cell, crit path | sky130_fd_sc_hd__nor3b_1 |
| Tally of OpenROAD warnings | 41 |
| Init Core Util | 40.8% |
| Residual DRC | 0 |
| Fraction of registers with async set/reset | 0% |
| Chip area in the Yosys report | 7010 um^2 |
| Launching element type of the critical path | register |
| Internal power | 2.98 mW |
| Largest incremental delay on the critical path | 0.59 ns |
| Largest area contributor in the netlist | sky130_fd_sc_hd__edfxtp_1 |
| Total Neg Setup Slack | 0 ns |
| Top cell area share | 34.7% |
| Pin count of the biggest net entering global routing | 22 |
| RSZ-0062 raised after global routing | no |
| Syn Inst Count | 721 |
| Worst-case clock buffer depth | 2 |
| Core Box Area | 17200 um^2 |
| Netlist cell types | 75 |
| Critical path's most frequent cell | sky130_fd_sc_hd__nand4_1 |
| Worst Reg2Reg Path Length in Cells | 7 |
| Total count of hold-check failures in the final report | 0 |
==> sequential cells by signal (all words and copies together), names as in the netlist, 2 cells and up <==
| register | cells |
|---|---|
| op_display | 2 |
| ula.reg_op_result | 16 |
| ula.state | 2 |
| display.show_opcode | 25 |
| ula.temp_src2 | 7 |
| display.counter | 32 |
| display.instructions | 6 |
| display.data | 8 |
| value2 | 7 |
| display.show_addr | 6 |
| display.operation | 3 |
| ula.temp_op_code | 3 |
| state | 5 |
| value3 | 16 |
==> critical path: cells and delay by family, from the launching register on <==
kind	cells	cell delay [ns]
flip-flops	1	0.45
adder cells (fa/ha/maj)	1	0.42
AND-OR/OR-AND	2	0.53
AND/OR/NAND/NOR	4	1.17
==> cell usage in the layout (no fill, tap or decap), drive strengths merged, types with 10 or more instances in the layout <==
master,n
a21oi,33
a221oi,10
a22oi,10
a31oi,10
and3,15
buf,19
clkbuf,18
clkdlybuf4s50,42
dfxtp,37
dlxtn,17
dlxtp,10
edfxtp,81
ha,17
inv,38
nand2,63
nand2b,24
nand3,32
nand4,14
nor2,74
nor2b,12
nor3,17
o21ai,31
xnor2,29
xor2,18
==> stage by stage <==
| step | utilization [%] | area, um^2 | power [mW] |
|---|---|---|---|
| after floorplan | - | 7010 | 1.85 |
| after global placement | 44.8 | 7690 | 1.88 |
| after detailed placement | 44.8 | 7690 | 1.89 |
| after CTS | 48.2 | 8280 | 3.85 |
| after global routing | 48.2 | 8280 | 3.95 |
| final | 48.2 | 8280 | 3.82 |
==> worst paths after layout <==
check | from | to | slack, ns
worst max-delay path | display.instructions[0]$_SDFFCE_PN0P_ | display.data[4]$_SDFFCE_PN0P_ | 0.24
worst min-delay path | on$_DFF_P_ | state[2]$_DFFE_PP_ | 0.34
worst max register to register | display.instructions[0]$_SDFFCE_PN0P_ | display.data[4]$_SDFFCE_PN0P_ | 0.24
worst min register to register | on$_DFF_P_ | state[2]$_DFFE_PP_ | 0.34
max in group clk0 | display.done_display$_DFFE_PP_ | verif | 1.05
min in group clk0 | on$_DFF_P_ | on$_DFF_P_ | 0.65
==> power groups by stage <==
stage	sequential (mW)	clock, mW	combinational, mW
after CTS	1.76	2.00	0.0966
after global routing	1.76	2.08	0.108
final	1.76	1.97	0.0965
==> routing by layer <==
| layer | track usage, % | part of all wire [%] | vias up |
|---|---|---|---|
| li1 | - | - | 2702 |
| met1 | 29.5 | 48 | 2505 |
| met2 | 26.4 | 44 | 201 |
| met3 | 5.52 | 7.4 | 17 |
| met4 | 2.18 | 1.4 | 0 |
| met5 | 0 | 0 | - |
==> layout make-up <==
cell class,instances,area (um^2)
Multi-Input combinational cell,506,3150
Clock inverter,14,144
Clock buffer,18,439
Sequential cell,145,3580
Inverter,32,120
Timing Repair Buffer,61,563
Fill cell,1563,8900
Tap cell,225,282
==> kinds of logic (layout without fill, tap and decap cells) <==
group,after synthesis,count (layout)
adder cells (fa/ha/maj),18,18
other,1,1
flip-flops,118,118
latches,27,27
AND-OR/OR-AND,150,150
multiplexers,4,4
AND/OR/NAND/NOR,286,286
XOR/XNOR,47,47
buffers and inverters,70,125
Power is estimated from default activity; no workload was simulated.
